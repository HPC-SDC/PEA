==> design.v <==
module PE_basic #(
  parameter ctrl_width = 13, 
  parameter data_width = 32
)
(
  input clk,
  input reg reset,
  input reg [ctrl_width-1:0] ctrl,   
  input reg [data_width-1:0] E, S, W, N,
  input reg en,
  input reg input_ready,
  output reg [data_width-1:0] OutputE, OutputS, OutputW, OutputN,
  output reg [data_width-1:0] Data_memory,
  output logic output_ready
);
  reg [data_width-1:0] reg1, reg2;
  reg [data_width-1:0] operand1, operand2;
  reg [data_width-1:0] result;
  always @(*) begin
    if (en & input_ready) begin
    output_ready <= 1'b1;  
    end else begin
    output_ready <= 1'b0;  
    end
    if (en&input_ready)
    begin
    case (ctrl[ctrl_width-4:ctrl_width-6])
      {ctrl_width-3{1'b0}}, 3'd000: operand1 <= E;
      {ctrl_width-3{1'b0}}, 3'd001: operand1 <= S;
      {ctrl_width-3{1'b0}}, 3'd010: operand1 <= W;
      {ctrl_width-3{1'b0}}, 3'd011: operand1 <= N;
      {ctrl_width-3{1'b0}}, 3'd100: operand1 <= reg1;
      {ctrl_width-3{1'b0}}, 3'd101: operand1 <= reg2;
      default: operand1 <= {data_width{1'b0}};  
    endcase
    case (ctrl[ctrl_width-7:ctrl_width-9])
      {ctrl_width-6{1'b0}}, 3'd000: operand2 <= E;
      {ctrl_width-6{1'b0}}, 3'd001: operand2 <= S;
      {ctrl_width-6{1'b0}}, 3'd010: operand2 <= W;
      {ctrl_width-6{1'b0}}, 3'd011: operand2 <= N;
      {ctrl_width-6{1'b0}}, 3'd100: operand2 <= reg1;
      {ctrl_width-6{1'b0}}, 3'd101: operand2 <= reg2;
      default: operand2 <= {data_width{1'b0}};  
    endcase
    end
  end
  always @(*) begin  
    if(en&input_ready)
    begin
    case (ctrl[3:0])
        4'b0000: begin 
        end
        4'b0001: result <= operand1 & operand2;  
        4'b0010: result <= operand1 ^ operand2;  
        4'b0011: result <= operand1 | operand2;  
        4'b0100: result <= !operand1 ;  
        4'b0101: result <= operand1 + operand2;
        4'b0110: result <= operand1 - operand2;  
        4'b0111: result <= operand1 * operand2;  
        4'b1000: result <= operand1 / operand2;  
        default: begin 
        end
        endcase
        case (ctrl[ctrl_width-1:ctrl_width-3])
        3'd000: begin
                OutputE <= result;
                end
        3'd001: begin
                OutputS <= result;
                end
        3'd010: begin
                OutputW <= result;
                end
        3'd011: begin
                OutputN <= result;
                end
        3'd100: begin
                Data_memory <= result;
                end
        3'd101: begin
                reg1 <= result;
                end
        3'd110: begin
                reg2 <= result;
                end
        default: begin
                end
        endcase
    end
  end
endmodule
==> run.sh <==
#!/bin/bash
# OpenROAD 26Q1-2900-gdf79404cd8, Yosys 0.63+post, stock flow scripts
make -C /OpenROAD-flow-scripts/flow DESIGN_CONFIG=/design/flow/config.mk WORK_HOME=/design/flow/orfs finish
==> config.mk <==
export PLATFORM = sky130hd
export DESIGN_NAME = PE_basic
export DESIGN_NICKNAME = PE_basic
export VERILOG_FILES = /design/flow/design.v
export SDC_FILE = /design/flow/constraint.sdc
export NUM_CORES = 4
export LEC_CHECK = 1
export CORE_UTILIZATION = 50
==> constraint.sdc <==
current_design PE_basic

set clk_period 4.1
set clk_io_pct 0.2

create_clock -name clk0 -period $clk_period

set non_clock_inputs [all_inputs -no_clocks]
set_input_delay [expr $clk_period * $clk_io_pct] -clock clk0 $non_clock_inputs
set_output_delay [expr $clk_period * $clk_io_pct] -clock clk0 [all_outputs]
==> job_summary.md <==
### Yosys + OpenROAD results

| Metric | Value |
|---|---|
| Post-CTS Setup Bufs | `0` |
| Synthesized cell area | `55000 sq um` |
| WL/cell | `approximately 26 um` |
| HP Class | `in2out` |
| Layout cells sized above 1 | `0.0527` |
| Final ANT Viol Nets | `0` |
| Area grow syn2layout | `9.09%` |
| Inst Count DP | `8903` |
| Syn Inst Count | `7326` |
| Die Ht | `334 um` |
| Flops after synth | `320` |
| Endpoints left unconstrained | `480` |
| Endpoint class of the critical path | `output port` |
| Commonest flop | `dlxtn_1` |
| Pre-CTS setup slack | `1.14 ns` |
| Leak pwr | `28.4 nW` |
| Final Max Slew Viols | `0` |
| Cell area leaders | `ha_1, fa_1, dlxtn_1` |
| DR vias | `55.9k` |
| # DRC | `0` |
| Row count | `121` |
| Finish-stage setup viols | `0` |
| Slowest-stage cell, CP | `clkdlybuf4s50_1` |
| Iteration-0 DRC Markers | `about 5.2k` |
| Kind of critical path | `in2out` |
| Crit path DAT | `~2.1 ns` |
| Non-filler cells, final | `8913` |
| Setup_tns | `0 ns` |
| CTS-repair resized insts | `0` |
| First-pass DRT Iterations | `7` |
| Die area | `111000 sq um` |
| Worst slew pin tran | `1.04 ns` |
| Endpoints failing hold | `0` |
| Cell mode on critical path | `clkdlybuf4s50_1` |
| Max Freq | `338 MHz` |
| Dpl hpwl | `179000 um` |
| Area leader share | `0.170` |
| FP Core Util | `0.505` |
| Gr ovfl total | `0` |
| Post-Route Utilization | `0.551` |
| Async set-reset flop share out of synthesis | `0` |
| RD Place Congestion | `1.04` |
| Largest stage delay, worst path | `0.54 ns` |
| Syn Area/Cell | `~7.5 sq um` |
| Vias in the first global route | `52.1k` |
| Top Layout Cells | `nand2_1, ha_1, inv_1` |
| Initial antenna violation count | `12` |
| Setup slack after layout | `1.14 ns` |
| Register pins left without a clock | `320` |
| CP cell instances | `clkdlybuf4s50_1, and2_2, clkdlybuf4s50_1` |
| PwrDens | `266 nW/um^2` |
| Buf/Inv on CP | `2` |
| Rel. slew slack | `0.288` |
| RSZ-0062 raised after global routing | `no` |
| I/O pin total | `306` |
| CP Max Fanout | `2` |
| Chip Area, Yosys | `55000 sq um` |
| Outcome | `finished, final reports clean` |
| Peak VDD IR | `between 0.5 and 0.6 mV` |
| Minimum clock period | `2.96 ns` |
| Critical path's top delay family | `buffers and inverters` |
| Port Buffers | `around 300` |
| All-Layer GR Usage | `0.425` |
| # Cells Yosys | `7326` |
| Yosys warns | `1225` |
| Hold-fix buffers at CTS | `0` |
| Crit path DRT | `about 3.3 ns` |
| Routed WL | `231000 um` |
| # Max-Cap Violations | `0` |
| Die X | `roughly 330 um` |
| Pwr Total | `roughly 16 mW` |
| DR vias/cell | `about 6.3` |
| Worst setup SP type | `input port` |
| First-pass GRT wire length | `roughly 340000 um` |
| Log Warnings | `71` |
| Largest net degree at the start of global routing | `approximately 67` |
| Std-Cell Core Area | `about 110000 sq um` |
| Post-synth EDFFs | `0` |
| Area leader, netlist | `ha_1` |
| Final critical-path share of the clock period | `0.722` |
| Distinct cell type count after synthesis | `109` |
| Commonest Layout Cell | `nand2_1` |
==> routing by layer <==
| layer | vias up | wire [um] | global-route usage |
|---|---|---|---|
| met2 | 2837 | 95100 | 0.601 |
| met3 | 462 | 29000 | 0.159 |
| met5 | - | 578 | 0.0430 |
| met4 | 16 | 8520 | 0.119 |
| li1 | 26000 | - | - |
| met1 | 26600 | 98100 | 0.613 |
==> final timing paths <==
path,from,cells past startpoint,end
worst max-delay path,en,3,output_ready
worst min-delay path,input_ready,3,output_ready
==> final cells by class <==
| class | instances | area, sq um |
|---|---|---|
| fill | 10500 | 49000 |
| sequential | 320 | 4800 |
| multi-input combinational | 5997 | 46600 |
| timing repair buffer | 461 | 4220 |
| antenna | 10 | 25.0 |
| tap | 1414 | 1770 |
| inverter | 711 | 2670 |
==> report_power, final <==
group            total [mW]  leakage [nW]  internal (mW)  switching (mW)
registers             0.633          2.52          0.414           0.219
clock network  0.0000000324     0.0000621   0.0000000324               0
logic                  15.3          25.9           6.44            8.90
total                  16.0          28.4           6.85            9.12
==> cell usage after synthesis, drive strengths merged (181+ instances only) <==
| cell | count |
|---|---|
| inv | 706 |
| clkbuf | 242 |
| nand2 | 872 |
| xnor2 | 319 |
| fa | 409 |
| nor2 | 661 |
| a22oi | 205 |
| a21oi | 476 |
| a21o | 181 |
| nand3 | 190 |
| ha | 750 |
| dlxtn | 256 |
| o21ai | 332 |
==> stage by stage <==
| step | area (sq um) | hold slack [ns] |
|---|---|---|
| 6_report | 60000 | 2.78 |
| 5_1_grt | 60000 | 2.80 |
| 4_1_cts | 60000 | 2.78 |
| 3_5_place_dp | 60000 | 2.78 |
| 3_3_place_gp | 60000 | 2.78 |
| 2_1_floorplan | 55000 | 2.13 |
==> state kept, by name (all words and copies together) (netlist names) <==
| name | flops |
|---|---|
| Data_memory | 32 |
| OutputE | 32 |
| OutputN | 32 |
| OutputS | 32 |
| OutputW | 32 |
| operand1 | 32 |
| operand2 | 32 |
| reg1 | 32 |
| reg2 | 32 |
| result | 32 |
==> worst min-delay path, delay by kind of cell <==
family                 cells  cell delay [ns]
buffers and inverters      2             0.88
and+or+nand+nor            1             0.26
==> logic make-up (layout without fill, tap and decap cells) <==
logic type,after synthesis,count (layout),synth area share
AND/OR/NAND/NOR,2325,2325,0.192
AND-OR/OR-AND,1938,1938,0.237
adder cells (fa/ha/maj),1159,1159,0.319
buffers and inverters,1009,1172,0.0692
XOR/XNOR,475,475,0.0756
latches,320,320,0.0872
multiplexers,100,100,0.0197
other,0,10,0
Power and IR drop assume default switching activity.
