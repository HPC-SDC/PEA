--- design.v ---
module Steer_PE #(
  parameter ctrl_width = 13, 
  parameter data_width = 32
)
(
  input clk,
  input reg reset,
  input reg [ctrl_width-1:0] ctrl,   
  input reg [data_width-1:0] E, S, W, N,
  input reg en,
  input reg input_ready,
  output reg [data_width-1:0] OutputE, OutputS, OutputW, OutputN,
  output reg [data_width-1:0] Data_memory,
  output logic output_ready
);
  reg [data_width-1:0] reg1, reg2;
  reg [data_width-1:0] operand1, operand2;
  reg [data_width-1:0] result;
  always @(*) begin
    if (en & input_ready) begin
    output_ready <= 1'b1;  
    end else begin
    output_ready <= 1'b0;  
    end
    if (en&input_ready)
    begin
    case (ctrl[ctrl_width-4:ctrl_width-6])
      {ctrl_width-3{1'b0}}, 3'd000: operand1 <= E;
      {ctrl_width-3{1'b0}}, 3'd001: operand1 <= S;
      {ctrl_width-3{1'b0}}, 3'd010: operand1 <= W;
      {ctrl_width-3{1'b0}}, 3'd011: operand1 <= N;
      {ctrl_width-3{1'b0}}, 3'd100: operand1 <= reg1;
      {ctrl_width-3{1'b0}}, 3'd101: operand1 <= reg2;
      default: operand1 <= {data_width{1'bZ}};  
    endcase
    case (ctrl[ctrl_width-7:ctrl_width-9])
      {ctrl_width-6{1'b0}}, 3'd000: if(E!=0) result = operand1; else result = {data_width{1'bz}};
      {ctrl_width-6{1'b0}}, 3'd001: if(S!=0) result = operand1; else result = {data_width{1'bz}};
      {ctrl_width-6{1'b0}}, 3'd010: if(W!=0) result = operand1; else result = {data_width{1'bz}};
      {ctrl_width-6{1'b0}}, 3'd011: if(N!=0) result = operand1; else result = {data_width{1'bz}};
      default: operand2 <= {data_width{1'bz}};  
    endcase
    end
  end
  always @(*) begin  
    if(en&input_ready)
    begin
        case (ctrl[ctrl_width-1:ctrl_width-3])
        3'd000: begin
                OutputE <= result;
                end
        3'd001: begin
                OutputS <= result;
                end
        3'd010: begin
                OutputW <= result;
                end
        3'd011: begin
                OutputN <= result;
                end
        3'd100: begin
                Data_memory <= result;
                end
        3'd101: begin
                reg1 <= result;
                end
        3'd110: begin
                reg2 <= result;
                end
        default: begin
                end
        endcase
    end
  end
endmodule
--- run.sh ---
#!/bin/bash
# OpenROAD 26Q1-2900-gdf79404cd8, Yosys 0.63+post, stock flow scripts
make -C /OpenROAD-flow-scripts/flow DESIGN_CONFIG=/design/flow/config.mk WORK_HOME=/design/flow/orfs finish
--- config.mk ---
export PLATFORM = sky130hd
export DESIGN_NAME = Steer_PE
export DESIGN_NICKNAME = Steer_PE
export VERILOG_FILES = /design/flow/design.v
export SDC_FILE = /design/flow/constraint.sdc
export NUM_CORES = 4
export LEC_CHECK = 1
export CORE_UTILIZATION = 30
--- constraint.sdc ---
current_design Steer_PE

set clk_period 1.0
set clk_io_pct 0.2

create_clock -name clk0 -period $clk_period

set non_clock_inputs [all_inputs -no_clocks]
set_input_delay [expr $clk_period * $clk_io_pct] -clock clk0 $non_clock_inputs
set_output_delay [expr $clk_period * $clk_io_pct] -clock clk0 [all_outputs]
==> impl_metrics.ini <==
; implementation run metrics
[final_timing]
fmax_mhz = 1160
post-route-period-util = 0.861
slew_viol_final = 0
final_hold_viol_count = 0
slew_headroom = 0.434
setup-violations-final = 0
grt_setup_unrepaired = false
finalCriticalPeriod_ns = 0.861
worst_pin_slew_ns = 0.849
unclocked_regs = 288
untimed_endpoints = 448

[synthesis]
edf_count = 0
synth_chip_area_um2 = 6150
netlist_instances = 580
synth_top_cell_by_count = dlxtn_1
yosysTopAreaCell = dlxtn_1
flop_cell = dlxtn_1
top_cell_area_share = 0.625
synth.distinct_cells = 30
synth-seq-cells = 288
ys_cells = 580
synth.top_cells.by_area = dlxtn_1 62%, dlxtp_1 7.8%, a21o_1 4.6%
ys_async_sr_fraction = 0
synth_area_per_cell_um2 = 10.6
synth_area_um2 = 6150
ys.warnings.count = 82
yosys-top-cells-count = 256 x dlxtn_1, 38 x a21o_1, 32 x dlxtp_1, 32 x o21ai_0, 28 x a21oi_1

[place]
gp_congestion = 0.826
place_area_um2 = 9400
dp_hpwl_um = 14300
port_buffers = 298
dp.cells = 1128

[outcome]
status = finished clean

[critical_path]
slowest_stage = dlygate4sd2_1
slowest_delay_ns = 0.23
worstPathRequired_ns = 0.80
crit_arrival_ns = 0.66
crit_path_end_kind = output pin
critPathKind = in -> out
cp_max_fo = 2
start_kind = input pin
cpLargestDelayFamily = buffers and inverters
crit_buf_inv = 2
crit_chain = buf_6 -> and2_4 -> dlygate4sd2_1

[detailed_routing]
first_pass_iters = 6
totalWireLength_um = 20500
vias = 5114
drc = 0
viasPerCell = 4.53
diodes = 0
wire_per_inst_um = 18.1
ant_nets = 0
drt_iter0_drc = 176

[grt]
first_global_vias = 5163
grt_overflow = 0
grt_max_degree = 71
antenna_found_initial = 0
grt_util_all_layers = 0.198
grt_pass1_wl_um = 31100

[power]
vdd_drop_max_mv = 0.186
power_density_nw_per_um2 = 246
p_leak_nw = 4.23

[floorplanning]
pin_count = 306
placementRows = 51
dieWidth_um = 145
floorplanUtilization = 0.311
core-area_um2 = 19800
dieHeight_um = 145
chipArea_um2 = 21100

[flow_run]
maxCapViolations = 0
log.warning_count = 40

[final_layout]
stdcell_count = 1128
fin_area_um2 = 9400
syn_to_final_growth_pct = 52.9
drive_gt1_frac = 0.0452

[clock_tree]
hold_buffers = 0
cts_setup_buffers = 0
post_cts_resized = 9

[hold_path]
hp-class = in -> out
metrics by stage:
step / hold WS, ns / power [W] / util / setup TNS (ns) / worst slack (ns)
floorplan: 0.710 / 0.00123 / - / 0 / 0.108
global placement: 1.36 / 0.00232 / 0.475 / -0.467 / -0.467
detailed placement: 1.35 / 0.00233 / 0.475 / -0.462 / -0.462
CTS: 0.786 / 0.00234 / 0.475 / 0 / 0.139
global route: 0.793 / 0.00249 / 0.475 / 0 / 0.134
finish: 0.786 / 0.00232 / 0.475 / 0 / 0.139
cell usage in the layout, fill, tap and decap left out, drive strengths merged:
cell type | netlist | layout
and2 | 2 | 2
nand3 | 1 | 1
inv | 7 | 7
nor3b | 15 | 15
a222oi | 10 | 10
dlxtn | 256 | 256
a32oi | 7 | 7
dlxtp | 32 | 32
nor2 | 26 | 26
nor3 | 1 | 1
a21oi | 29 | 29
a31oi | 15 | 15
and3 | 1 | 1
o2bb2ai | 1 | 1
o21a | 10 | 10
nor2b | 6 | 6
dlygate4sd2 | 0 | 1
o21ai | 32 | 32
a22oi | 10 | 10
nand2 | 21 | 21
nand2b | 13 | 13
and2b | 1 | 1
buf | 21 | 21
mux2 | 15 | 15
clkdlybuf4s50 | 0 | 292
a21o | 38 | 38
tightest hold or removal path, cell delays in order:
cell,delay (ns)
buf_6,0.07
and2_4,0.13
dlygate4sd2_1,0.19
per-layer routing:
metal  part of all wire  GRT usage  up-vias
met5                  0          0        -
met4             0.0056     0.0105        0
met3              0.063     0.0295        6
met2               0.48      0.335      211
met1               0.45      0.288     2363
li1                   -          -     2534
report_power, final:
| part | total (W) | internal, W | switching, W |
|---|---|---|---|
| logic | 0.00165 | 0.00102 | 0.000627 |
| clock network | 0 | 0 | 0 |
| registers | 0.000666 | 0.000549 | 0.000117 |
final timing paths:
check | startpoint | endpoint | depth (start not counted) | slack (ns)
max | input_ready | output_ready | 3 | 0.14
min | input_ready | output_ready | 3 | 0.79
final cells by class:
cell class                      count  area (µm²)
Timing Repair Buffer              314        3080
Fill cell                        1869       10400
Inverter                            7        26.3
Sequential cell                   288        4320
Multi-Input combinational cell    254        1630
Tap cell                          265         332
state kept, by name (all words and copies together) (netlist names):
register	cells
Data_memory	32
OutputE	32
OutputN	32
OutputS	32
OutputW	32
operand1	32
reg1	32
reg2	32
result	32
cell families after synthesis:
group | Yosys count | synth area share
latches | 288 | 0.703
AND-OR/OR-AND | 152 | 0.164
AND/OR/NAND/NOR | 87 | 0.0727
buffers and inverters | 38 | 0.0322
multiplexers | 15 | 0.0275
Power figures rest on the tool's default switching activity, not on a simulated workload.
