<file path="flow/run.sh">
#!/bin/bash
# OpenROAD 26Q1-2900-gdf79404cd8, Yosys 0.63+post, stock flow scripts
make -C /OpenROAD-flow-scripts/flow DESIGN_CONFIG=/design/flow/config.mk WORK_HOME=/design/flow/orfs finish
</file>
<file path="flow/config.mk">
export PLATFORM = sky130hd
export DESIGN_NAME = Comp_PE
export DESIGN_NICKNAME = Comp_PE
export VERILOG_FILES = /design/flow/design.v
export SDC_FILE = /design/flow/constraint.sdc
export NUM_CORES = 4
export LEC_CHECK = 1
export CORE_UTILIZATION = 50
</file>
<file path="flow/constraint.sdc">
current_design Comp_PE

set clk_period 1.9
set clk_io_pct 0.2

create_clock -name clk0 -period $clk_period

set non_clock_inputs [all_inputs -no_clocks]
set_input_delay [expr $clk_period * $clk_io_pct] -clock clk0 $non_clock_inputs
set_output_delay [expr $clk_period * $clk_io_pct] -clock clk0 [all_outputs]
</file>
<file path="flow/design.v">
module Comp_PE #(
  parameter ctrl_width = 13, 
  parameter data_width = 32
)
(
  input clk,
  input reg reset,
  input reg [ctrl_width-1:0] ctrl,   
  input reg [data_width-1:0] E, S, W, N,
  input reg en,
  input reg input_ready,
  output reg [data_width-1:0] OutputE, OutputS, OutputW, OutputN,
  output reg [data_width-1:0] Data_memory,
  output logic output_ready
);
  reg [data_width-1:0] reg1, reg2;
  reg [data_width-1:0] operand1, operand2;
  reg [data_width-1:0] result;
  always @(*) begin
    if (en & input_ready) begin
    output_ready <= 1'b1;  
    end else begin
    output_ready <= 1'b0;  
    end
    if (en&input_ready)
    begin
    case (ctrl[ctrl_width-4:ctrl_width-6])
      {ctrl_width-3{1'b0}}, 3'd000: operand1 <= E;
      {ctrl_width-3{1'b0}}, 3'd001: operand1 <= S;
      {ctrl_width-3{1'b0}}, 3'd010: operand1 <= W;
      {ctrl_width-3{1'b0}}, 3'd011: operand1 <= N;
      {ctrl_width-3{1'b0}}, 3'd100: operand1 <= reg1;
      {ctrl_width-3{1'b0}}, 3'd101: operand1 <= reg2;
      default: operand1 <= {data_width{1'b0}};  
    endcase
    case (ctrl[ctrl_width-7:ctrl_width-9])
      {ctrl_width-6{1'b0}}, 3'd000: operand2 <= E;
      {ctrl_width-6{1'b0}}, 3'd001: operand2 <= S;
      {ctrl_width-6{1'b0}}, 3'd010: operand2 <= W;
      {ctrl_width-6{1'b0}}, 3'd011: operand2 <= N;
      {ctrl_width-6{1'b0}}, 3'd100: operand2 <= reg1;
      {ctrl_width-6{1'b0}}, 3'd101: operand2 <= reg2;
      default: operand2 <= {data_width{1'b0}};  
    endcase
    end
  end
always @(*) begin  
    if(en&input_ready)
    begin
    case (ctrl[3:0])
        4'b0000: begin 
        end
        4'b0001: if(operand1 > operand2) result = {data_width{1'b1}}; else result = {data_width{1'b0}};
        4'b0010: if(operand1 < operand2) result = {data_width{1'b1}}; else result = {data_width{1'b0}};
        4'b0011: if(operand1 == operand2) result = {data_width{1'b1}}; else result = {data_width{1'b0}};
        4'b0100: if(operand1 != operand2) result = {data_width{1'b1}}; else result = {data_width{1'b0}};
        default: begin 
            result = {data_width{1'bz}};
        end
    endcase
    case (ctrl[ctrl_width-1:ctrl_width-3])
        3'd000: begin
                OutputE <= result;
                end
        3'd001: begin
                OutputS <= result;
                end
        3'd010: begin
                OutputW <= result;
                end
        3'd011: begin
                OutputN <= result;
                end
        3'd100: begin
                Data_memory <= result;
                end
        3'd101: begin
                reg1 <= result;
                end
        3'd110: begin
                reg2 <= result;
                end
        default: begin
                end
    endcase
    end
end
endmodule
</file>
==> notes.md <==
Item: results of the latest flow run.

- The share of the core area taken by cells at floorplan is 51.9%.
- Relative to the synthesized area, the layout overhead comes to 39.7%.
- Setup repair after global routing left no endpoint under its margin.
- Summing over the stages, the warning tally comes to 35.
- Entering global routing, the biggest net connects 65 pins.
- The wire-length estimate of the detail-placed layout is 19800 um.
- The placer congestion estimate is 0.900.
- The arrival time at the worst endpoint is 1.14 ns.
- The routed layout has 7762 vias.
- Per the OpenROAD floorplan log, the height of the die is 131 um.
- met2 track demand over resource after global routing is 49.9%.
- The final cell area excluding filler cells is 11700 um2.
- The via count of the first global-routing pass is 7483.
- Per the GRT congestion report, total overflow comes to 0.
- Per the detail_route report, vias per standard cell equal 5.78.
- The global-route track usage on met1 is 50.1%.
- The layout summary lists the proportion of cells stronger than drive strength 1 as 6.48%.
- Per the summary, power density relative to cell area is 290 nW/um2.
- The count of boundary I/O pins is 306.
- The first routing iteration left 569 violations.
- The initial antenna violation count came to 0.
- The run finished with clean final reports.
- The maximum vdd ir drop is 198 uV.
- The yosys stat cell total is 848.
- The cell count of the worst hold path is 4.
- The minimum clock period is 1.52 ns.
- The number of warnings reported in the yosys synthesis log is 179.
- For this run, global-route usage on met3 was measured as 9.72%.
- The count of unclocked register or latch pins is 320.
- Static timing analysis puts the maximum clock frequency at 660 MHz.
- The count of port buffers added during placement is 304.
- By instance count after routing, the leading logic cell types are 302 x sky130_fd_sc_hd__clkdlybuf4s50_1, 256 x sky130_fd_sc_hd__dlxtn_1, 192 x sky130_fd_sc_hd__a22oi_1, 70 x sky130_fd_sc_hd__nand3_1, 64 x sky130_fd_sc_hd__dlxtp_1.
- The floorplan has 46 rows.
- In the Yosys stats the netlist draws on 36 distinct library cells.
- The total detailed-routing wirelength is 28100 um.
- The number of register bits inferred by synthesis is 320.
- The iteration count recorded for the first detailed-route pass is 5.
- The worst setup path is captured at an output pin.
- The overall power of the completed layout is 3380 uW.
- The number of slew-limit violations in the final report is 0.
- The synthesized netlist occupies a cell area of 8360 um2.
- The highest-delay cell along the critical path is sky130_fd_sc_hd__clkdlybuf4s50_1.
- The class of the tightest hold or removal check is in -> out.
- In the final routed layout, each cell accounts on average for 20.9 um.
- The die covers 17200 um2.
- The largest incremental delay on the critical path is 0.46 ns.
- The post-placement cell area is 11700 um2.
- The number of setup violations in the final report is 0.
- The count of maximum capacitance violations is 0.
- By instance count after routing, the leading logic cell type is sky130_fd_sc_hd__clkdlybuf4s50_1.
- In this run the tightest slew margin relative to its limit is 43.3%.
- The critical path endpoint has a required time of 1.52 ns.
- The first-pass GRT wire length is 42900 um.
- The sink of the worst hold path is output_ready.
- The total core area is 16100 um2.
- The final clock period utilization by the worst path is 79.8%.
- The count of endpoints without a timing constraint is 480.
- In this run the critical path is formed by dlymetal6s2s_1, nand2_2, inv_2, clkdlybuf4s50_1.
- The die is 131 um wide.
- Global routing used 33.3% of the available tracks across all layers.
- The chip area line in the Yosys stat output reads 8360 um2.
- The startpoint of the tightest hold check path is input_ready.
- The detail route stage leaves a number of antenna-violating nets equal to 0.
- A synthesized cell averages 9.85 um2.
- The final-report hold violation count is 0.
- For the pin with the worst max-slew slack, the measured transition is 0.846 ns.
- The synthesized netlist handed to floorplanning was reported with a cell count of 848.
- The startpoint type of the worst setup path is a primary input.
- Per the OpenROAD power report, leakage power amounts to 0.00523 uW.
- Looking at the critical path, the highest net fanout was 2.
- The remaining design rule violation count is 0.
- The critical path start-end classification is in -> out.
- In this run the most used layer during global routing was met1.
## how the worst max path moves through the flow
stage                       start           end  slack, ns  cells after the start
after CTS             input_ready  output_ready     0.0008                      4
after global routing  input_ready  output_ready       0.35                      4
final                 input_ready  output_ready       0.38                      4
## cells in the mapped netlist, drive strengths merged
cell type,instances,share of area [%]
a2111o,1,0.13
nand2,15,0.67
a221oi,1,0.10
buf,7,1.1
nor2b,3,0.22
nand3b,2,0.18
a31o,1,0.10
a221o,1,0.12
nor3,3,0.18
nand4,9,0.67
dlxtp,64,11
nor2,8,0.36
clkbuf,46,2.1
a211o,1,0.10
and3,1,0.075
ha,32,4.8
o211ai,1,0.090
and3b,4,0.42
a22oi,192,17
o21ai,5,0.30
inv,33,1.5
or3,1,0.075
xnor2,1,0.10
a31oi,2,0.15
nor3b,6,0.54
a21oi,46,2.8
dlxtn,256,46
nand3,100,7.8
nor4,1,0.15
nand2b,3,0.22
a21o,2,0.18
## power by group
| part | switching (uW) | internal, uW |
|---|---|---|
| clock network | 0 | 0.0000704 |
| registers | 225 | 1020 |
| logic | 870 | 1260 |
## critical path, delay by kind of cell
kind	cells	cell delay, ns
buffers and inverters	3	0.66
AND/OR/NAND/NOR	1	0.09
## registers in the layout, indices dropped and copies added, names as in the netlist
register / cells
reg2: 32
result: 32
operand2: 32
OutputS: 32
Data_memory: 32
OutputN: 32
reg1: 32
operand1: 32
OutputW: 32
OutputE: 32
## logic make-up (layout without fill, tap and decap cells)
group | after synthesis | count (layout) | share of synthesized area [%]
other cells | 0 | 1 | 0
xor+xnor | 1 | 1 | 0.105
latches | 320 | 320 | 57.4
simple gates | 156 | 156 | 11.6
fa+ha+maj | 32 | 32 | 4.79
compound gates | 253 | 253 | 21.4
buf+inv | 86 | 365 | 4.67
## final cells by class
| cell class | instances | area [um2] |
|---|---|---|
| inverter | 33 | 124 |
| sequential | 320 | 4800 |
| antenna | 1 | 2.50 |
| timing repair buffer | 332 | 3260 |
| multi-input combinational | 442 | 3220 |
| tap | 216 | 270 |
| fill | 1192 | 4440 |
## metal layers
layer	part of all wire (%)	up-vias
met3	12	41
met4	2.0	0
li1	-	3655
met5	0	-
met2	44	446
met1	41	3620
## per-stage QoR
| stage | std cells | setup slack, ns | utilization, % | hold slack [ns] | TNS (ns) |
|---|---|---|---|---|---|
| floorplan | 848 | 0.389 | - | 1.22 | 0 |
| global placement | 1342 | -0.0761 | 72.3 | 1.84 | -0.0761 |
| detailed placement | 1342 | -0.0764 | 72.3 | 1.85 | -0.0764 |
| CTS | 1342 | 0.000813 | 72.4 | 1.78 | 0 |
| global route | 1343 | 0.353 | 72.4 | 1.48 | 0 |
| finish | 1344 | 0.384 | 72.4 | 1.46 | 0 |
## what timing repair did
item,4_1_cts,5_1_grt
pin swaps,1,1
resized,2,2
cloned,0,0
setup buffers,0,1
setup endpoints to repair,1,1
hold buffers,0,0
Power figures rest on the tool's default switching activity, not on a simulated workload.
